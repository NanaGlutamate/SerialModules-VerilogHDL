File: ./design.v
module InputToASCII(keyboard,ascii,e);
    input [15:0]keyboard;
    output reg [7:0]ascii;
    output e;
    wire [3:0]num;
    wire [15:0]keyboard_n;
    assign keyboard_n=~keyboard;
    PriorityEncoder pe(keyboard_n,num,e);
    always@(num)
      case(num)
        4'hf:ascii=8'd55;
        4'he:ascii=8'd52;
        4'hd:ascii=8'd49;
        4'hc:ascii=8'd0;
        4'hb:ascii=8'd56;
        4'ha:ascii=8'd53;
        4'h9:ascii=8'd50;
        4'h8:ascii=8'd48;
        4'h7:ascii=8'd57;
        4'h6:ascii=8'd54;
        4'h5:ascii=8'd51;
        4'h4:ascii=8'd61;
        4'h3:ascii=8'd43;
        4'h2:ascii=8'd45;
        4'h1:ascii=8'd42;
        4'h0:ascii=8'd47;
      endcase
    endmodule
module EightSegDisplayment(segmentSelect,bitSelect_m,data,clk,rst_n);
    input clk,rst_n;
    input [15:0]data;
    output [6:0]segmentSelect;
    output [3:0]bitSelect_m;
    reg [3:0]numSelected;
    wire [6:0]segmentSelect_n;
    wire [1:0]num;
    wire [3:0]coverCode;
    wire [3:0]bitSelect;
    assign segmentSelect=~segmentSelect_n;
    assign coverCode=~{|data[15:12],|data[15:8],|data[15:4],1'b1};
    assign bitSelect_m=coverCode|bitSelect;
    always@(num or data)
      begin
        case(num)
          4'b00:numSelected=data[15:12];
          4'b01:numSelected=data[11:8];
          4'b10:numSelected=data[7:4];
          4'b11:numSelected=data[3:0];
        endcase
      end
    SequenceSingalGenerator ssg(clk,rst_n,num,bitSelect);
    ToDisplay bcdtd(numSelected,segmentSelect_n);
    endmodule
module ToDisplay(i,o);
    input [3:0]i;
    output reg [6:0]o;
    always@(i)
    begin
        case(i)
            4'h0:o=7'b1111110;
            4'h1:o=7'b0110000;
            4'h2:o=7'b1101101;
            4'h3:o=7'b1111001;
            4'h4:o=7'b0110011;
            4'h5:o=7'b1011011;
            4'h6:o=7'b1011111;
            4'h7:o=7'b1110000;
            4'h8:o=7'b1111111;
            4'h9:o=7'b1111011;
            4'ha:o=7'b1110111;
            4'hb:o=7'b0011111;
            4'hc:o=7'b1001110;
            4'hd:o=7'b0111101;
            4'he:o=7'b1001111;
            4'hf:o=7'b1000111;
        endcase
    end
    endmodule
module KeyboardScaner(Yin,clk,rst_n,Xout,data);
    input [3:0]Yin;
    input clk,rst_n;
    output [3:0]Xout;
    output reg[15:0]data;
    wire [1:0]num;
    reg [15:0]cacheA,cacheB,cacheC,cacheD,cacheE,dataOriginal;
    SequenceSingalGenerator ssg(clk,rst_n,num,Xout);
    always@(posedge clk)
      begin
        case(num)
          2'b00:
            begin
            dataOriginal[15:12]<=Yin;
            {cacheA,cacheB,cacheC,cacheD,cacheE}<={cacheB,cacheC,cacheD,cacheE,dataOriginal};
            data<=cacheA | cacheB | cacheC | cacheD | cacheE;
            end
          2'b01:dataOriginal[11:8]<=Yin;
          2'b10:dataOriginal[7:4]<=Yin;
          2'b11:dataOriginal[3:0]<=Yin;
        endcase
      end
    endmodule
module SerialClockModule(e,clk,rst_n,out,half);
    input e,clk,rst_n;
    output reg out,half;
    reg [13:0]Q;
    reg [13:0]Y;
    always@(negedge clk or negedge rst_n)
        if(!rst_n)Q<=14'd0;
        else Q<=Y;
    always@(Q or e)
      if(!e)
        begin
          Y=14'd0;
          out=1'b0;
          half=1'b0;
        end
      else
        begin
          if(Q==14'd520) 
            begin
              out=1'b1;
              Y=14'd0;
            end
          else
            begin
              out=1'b0;
              Y=14'd1+Q;
              end
          if(Q==14'd260) 
              half=1'b1;
          else
              half=1'b0;
        end
    endmodule
module ShiftReg(Di,D,e,set,clk,rst_n,Q,none);
    input Di,set,clk,rst_n,e;
    input [12:0]none;
    input [12:0]D;
    output reg [12:0]Q;
    reg [12:0]Y;
    always@(negedge clk or negedge rst_n)
      begin
        if(!rst_n) Q<=none;
        else Q<=Y;
      end
    always@(Di or Q or set or e or D)
        if(set)Y=D;
        else if(!e) Y=Q;
        else Y={Di,Q[12:1]};
    endmodule
module AShiftReg(Di,D,e,set,clk,rst_n,Q);
    input Di,set,clk,rst_n,e;
    input [3:0]D;
    output reg [3:0]Q;
    reg [3:0]Y;
    always@(negedge clk or negedge rst_n)
      begin
        if(!rst_n) Q<=4'd0;
        else Q<=Y;
      end
    always@(Di or Q or set or e or D)
        if(set)Y=D;
        else if(!e) Y=Q;
        else Y={Di,Q[3:1]};
    endmodule
module NegedgeDetector(i,clk,rst_n,neg);
    input i,clk,rst_n;
    output reg neg;
    wire [12:0]antiVibrationQ;
    reg [2:0]negCache,Y;
    always@(negedge clk or negedge rst_n)
        if(!rst_n) negCache<=2'd0;
        else negCache<=Y;
    always@(*)
      begin
        neg=negCache[1]&(~negCache[0]);
        Y={negCache[0],|antiVibrationQ};
      end
    ShiftReg antiVibration(i,13'hffff,1'b1,1'b0,clk,rst_n,antiVibrationQ,13'hffff);
    endmodule
module PriorityEightToThree(i,o,ex);
    input [7:0]i;
    output [2:0]o;
    output ex;
    assign o[2]=(|i[7:4]);
    assign o[1]=(i[7]|i[6]|(~i[5]&~i[4]&(i[3]|i[2])));
    assign o[0]=(i[7]|(~i[6]&(i[5]|(~i[4]&(i[3]|(~i[2]&i[1]))))));
    assign ex=|i;
    endmodule
module PriorityEncoder(i,o,ex);
    input [15:0]i;
    output reg [3:0]o;
    output ex;
    wire ex1,ex2;
    wire [2:0]o1,o2;
    assign ex=ex1|ex2;
    always@(*)
        if(ex1)o={1'b1,o1};
        else o={1'b0,o2};
    PriorityEightToThree pett1(i[15:8],o1,ex1);
    PriorityEightToThree pett2(i[7:0],o2,ex2);
    endmodule
module JK_FF(J,K,clk,rst_n,Q);
    input J,K,clk,rst_n;
    output Q;
    reg Y,Q;
    always@(negedge clk or negedge rst_n)
        if(!rst_n)Q<=1'b0;
        else Q<=Y;
    always@(J or K or Q)
    begin
        case(Q)
          1'b0:if(J)Y=1'b1;
               else Y=1'b0;
          1'b1:if(K)Y=1'b0;
               else Y=1'b1;
        endcase
    end
    endmodule
module SequenceSingalGenerator(clk,rst_n,num,out);
    input clk,rst_n;
    output reg [3:0]out;
    output reg [1:0]num;
    reg [1:0]y;
    always@(negedge clk or negedge rst_n)
      begin
        if(!rst_n)num<=2'b00;
        else num<=y;
      end
    always@(num)
      begin
        y=num+2'b01;
        case(num)
          2'b00:out=4'b0111;
          2'b01:out=4'b1011;
          2'b10:out=4'b1101;
          2'b11:out=4'b1110;
        endcase
      end
    endmodule
File: ./run.sh
#!/bin/bash
# OpenROAD 26Q1-2900-gdf79404cd8, Yosys 0.63+post, stock flow scripts
make -C /OpenROAD-flow-scripts/flow DESIGN_CONFIG=/design/flow/config.mk WORK_HOME=/design/flow/orfs finish
File: ./config.mk
export PLATFORM = sky130hd
export DESIGN_NAME = AShiftReg
export DESIGN_NICKNAME = AShiftReg
export VERILOG_FILES = /design/flow/design.v
export SDC_FILE = /design/flow/constraint.sdc
export NUM_CORES = 4
export LEC_CHECK = 1
export CORE_AREA = 10 10 70 70
export DIE_AREA = 0 0 80 80
File: ./constraint.sdc
current_design AShiftReg

set clk_period 1.3
set clk_io_pct 0.2

create_clock -name clk0 -period $clk_period [get_ports {clk}]

set non_clock_inputs [all_inputs -no_clocks]
set_input_delay [expr $clk_period * $clk_io_pct] -clock clk0 $non_clock_inputs
set_output_delay [expr $clk_period * $clk_io_pct] -clock clk0 [all_outputs]
==> flow.log <==
[metrics] run summary
INFO  metric final_core_util = ~11%
INFO  metric synthesis.area = ~190 um^2
INFO  metric hold_viol_final = 0
INFO  metric tritoncts.num_buffers = 3
INFO  metric violations_in_the_final_reports = setup timing
INFO  metric cts.sinks = 4
INFO  metric final_antenna_net_count = 0
INFO  metric drive_above_1_share = a little over two fifths
INFO  metric cp_max_fo = 2
INFO  metric worst_setup_margin = -0.356 ns
INFO  metric maxCapViolations = 0
INFO  metric worst_rel_slew_slack = between 80% and 90%
INFO  metric async_set_reset_flop_share_out_of_synthesis = 100%
INFO  metric post_detailed_route_wirelength_per_cell = 8.61 um
INFO  metric ys_cells = 17
INFO  metric status = finished with violations
INFO  metric cp.required = between 1 and 1.5 ns
INFO  metric port_buffers = 12
INFO  metric dp.final_hpwl = around 620 um
INFO  metric largest_reg_flops = 4
INFO  metric place_congestion = about 0.65
INFO  metric drc = 0
INFO  metric tightest_slew = 0.164 ns
INFO  metric drt_first_pass_iters = 3
INFO  metric ys_top_cells_by_area = sky130_fd_sc_hd__dfrtn_1, sky130_fd_sc_hd__mux2i_1, sky130_fd_sc_hd__o21ai_1, sky130_fd_sc_hd__nand2_1, sky130_fd_sc_hd__buf_6
INFO  metric coreArea = roughly 3400 um^2
INFO  metric number_of_antenna_violations_at_the_first_check_in_global_routing = 0
INFO  metric grt_remaining_overflow = 0
INFO  metric ir_worst_vdd = ~0.19 mV
INFO  metric grt_setup_unrepaired = yes
INFO  metric cts_hold_buf = 0
INFO  metric die_height = 80 um
INFO  metric timing_worst_setup_path_type = flip-flop to output pin
INFO  metric initialDrtViolationCount = 6
INFO  metric fp.dieW = 80 um
INFO  metric openroad.warnings = 28
INFO  metric ys_sh_mux = 21.5%
INFO  metric n_antenna_cell = 0
INFO  metric synth-warning-count = 3
INFO  metric synth.ff_latch_count = 4
INFO  metric end_kind = output pin
INFO  metric top_regs = Q: 4 flops
INFO  metric grt_pass1_wl = roughly 1.0 mm
INFO  metric number_of_global_route_vias_before_repair = between 200 and 250
INFO  metric crit_slowest_cell = sky130_fd_sc_hd__dfrtn_1
INFO  metric adder_cell_share_of_the_synthesized_area = 0%
INFO  metric area.growth.synth_to_final = 106%
INFO  metric cell_breakdown_of_the_critical_path = buf_2
INFO  metric synth-main-ff-cell = sky130_fd_sc_hd__dfrtn_1
INFO  metric synthDistinctLibCells = 5
INFO  metric hold_path_class = flip-flop to flip-flop
INFO  metric htree_levels = 1
INFO  metric critical-path-max-stage-delay = around 0.40 ns
INFO  metric cp.arrival = between 1 and 1.5 ns
INFO  metric final-setup-viol-count = 4
INFO  metric sequential_share_of_the_synthesized_area = a little over half
INFO  metric critical_path.top_delay_family = flip-flops
INFO  metric yosys-top-cells-count = sky130_fd_sc_hd__dfrtn_1, sky130_fd_sc_hd__mux2i_1, sky130_fd_sc_hd__nand2_1, sky130_fd_sc_hd__o21ai_1, sky130_fd_sc_hd__buf_6
INFO  metric postRouteWirelength = just over 700 um
INFO  metric yosys_chip_area = 186 um^2
INFO  metric cellPowerDensity = ~1000 nW/um^2
INFO  metric final-max-slew-violation-count = 0
INFO  metric worst_setup_path_start_kind = flip-flop
INFO  metric largest_net_degree_at_the_start_of_global_routing = 9
INFO  metric cts_tree = built
INFO  metric boundaryPins = 13
INFO  metric worst_clock_skew = around 0.0076 ns
INFO  metric regMostFlops = Q
INFO  metric ys_sh_aoi = a little over a tenth
INFO  metric post_synth_inst_count = 17
INFO  metric synth.cellmix.simpleShare = 8.05%
INFO  metric final-instance-count-excl-fill = between 80 and 90
INFO  metric clock.latency.late_pin = roughly 0.25 ns
INFO  metric static-leakage-power = 0.178 nW
INFO  metric chip_area = between 6000 and 7000 um^2
INFO  metric topCombFamilyByArea = multiplexers
INFO  metric largest_area_cell = sky130_fd_sc_hd__dfrtn_1
INFO  metric max_root_sink_buffers = 2
INFO  metric synth_largest_type_area_fraction = between 50% and 60%
INFO  metric clkSlewWorstSetupHoldPaths = about 0.030 ns
INFO  metric synth-edff-count = 0
INFO  metric cts_root_buffer = sky130_fd_sc_hd__clkbuf_4
INFO  metric dpl_worst_slack = -0.688 ns
INFO  metric cp_num_buf_inv = 1
INFO  metric viasPerCell = 2.37
INFO  metric ys_sh_xor = 0%
INFO  metric num_rows = 21
INFO  metric postSynthAreaPerCell = 11.0 um^2
INFO  metric groute.usage.overall = 2.27%
INFO  metric place_inst = roughly 77
INFO  metric routed-via-count = 194
INFO  metric initial_utilization = under 10%
[layout by cell type (no fill, tap or decap)]
cell,synthesis,final
sky130_fd_sc_hd__dlygate4sd2_1,0,4
sky130_fd_sc_hd__mux2i_2,0,1
sky130_fd_sc_hd__clkdlybuf4s15_1,0,1
sky130_fd_sc_hd__clkbuf_2,0,1
sky130_fd_sc_hd__buf_4,0,6
sky130_fd_sc_hd__dfrtn_1,4,4
sky130_fd_sc_hd__o21ai_1,4,4
sky130_fd_sc_hd__mux2i_1,4,3
sky130_fd_sc_hd__clkbuf_4,0,3
sky130_fd_sc_hd__clkdlybuf4s50_1,0,1
sky130_fd_sc_hd__buf_2,0,4
sky130_fd_sc_hd__nand2_1,4,4
[timing repair]
| action | in CTS | in global routing |
|---|---|---|
| setup endpoints to repair | 8 | 6 |
| pin swaps | 1 | 1 |
| setup buffers | 2 | 0 |
| gates resized | 22 | 6 |
[metrics by stage]
step | setup TNS, ns | total power (W) | hold WS, ns | area, um^2
5_1_grt | -1.57 | 0.000415 | 0.615 | 384
6_report | -1.40 | 0.000386 | 0.594 | 384
4_1_cts | -1.46 | 0.000392 | 0.603 | 380
3_3_place_gp | -4.56 | 0.000238 | 0.536 | 375
3_5_place_dp | -4.63 | 0.000239 | 0.536 | 375
2_1_floorplan | -0.348 | 0.000169 | 0.451 | 186
[power by group]
| group | leakage (nW) | switching (W) | internal (W) |
|---|---|---|---|
| clock network | 0.0138 | 0.0000555 | 0.000104 |
| registers | 0.0486 | 0.00000533 | 0.000139 |
| logic | 0.116 | 0.0000293 | 0.0000534 |
| total | 0.178 | 0.0000902 | 0.000296 |
[logic make-up after synthesis]
kind of cell    after synthesis
compound gates                4
flops                         4
mux                           4
simple gates                  4
buf+inv                       1
[worst paths after layout]
path | startpoint | end | slack [ns] | cells past startpoint
worst min-delay path | Q[2]$_DFFE_NN0P_ | Q[1]$_DFFE_NN0P_ | 0.59 | 3
worst min register to register | Q[2]$_DFFE_NN0P_ | Q[1]$_DFFE_NN0P_ | 0.59 | 3
min in group asynchronous | rst_n | Q[1]$_DFFE_NN0P_ | 0.75 | 1
max in group asynchronous | rst_n | Q[2]$_DFFE_NN0P_ | 0.35 | 1
worst max-delay path | Q[3]$_DFFE_NN0P_ | Q[3] | -0.36 | 1
worst max register to register | Q[1]$_DFFE_NN0P_ | Q[0]$_DFFE_NN0P_ | 0.32 | 4
[routing by layer]
layer  wire length [um]  part of all wire (%)  global-route usage, %  up-vias
li1                   -                     -                      -       97
met1                234                    33                   1.67       88
met2                365                    52                   4.01        9
met3                106                    15                   2.39        0
met4                  0                     0                  0.352        0
met5                  0                     0                      0        -
[layout make-up]
type                            count  area (um^2)
Fill cell                         407         3030
Clock buffer                        3         22.5
Sequential cell                     4          100
Timing Repair Buffer               17          125
Tap cell                           46         57.6
Multi-Input combinational cell     12         78.8
Power and IR drop assume default switching activity.
