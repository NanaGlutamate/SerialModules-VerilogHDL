==> flow/design.v <==
module ClockModule(clk,rst_n,clk_m); 
    input clk,rst_n;
    output reg clk_m;
    reg [2:0]count,Y;
    reg clk_Y;
    always@(negedge clk or negedge rst_n)
        if(!rst_n)
          begin
            count<=3'b000;
            clk_m<=1'b0;
          end
        else
          begin
            count<=Y;
            clk_m<=clk_Y;
          end
    always@(count or clk_m)
      begin
        if(count==3'b100)
          begin
            Y=3'b000;
            clk_Y=~clk_m;
          end
        else
          begin
            Y=count+3'b1;
            clk_Y=clk_m;
          end
      end
    endmodule
module KeyboardClockModule(clk_modified,clk,rst_n);
    input clk;
    input rst_n;
    output reg clk_modified;
    reg [16:0]Q;
    always@(negedge clk or negedge rst_n)
      begin
        if(!rst_n){clk_modified,Q}<=18'b0;
        else {clk_modified,Q}<={clk_modified,Q}+18'b1;
      end
    endmodule
module InputToASCII(keyboard,ascii,e);
    input [15:0]keyboard;
    output reg [7:0]ascii;
    output e;
    wire [3:0]num;
    wire [15:0]keyboard_n;
    assign keyboard_n=~keyboard;
    PriorityEncoder pe(keyboard_n,num,e);
    always@(num)
      case(num)
        4'hf:ascii=8'd55;
        4'he:ascii=8'd52;
        4'hd:ascii=8'd49;
        4'hc:ascii=8'd0;
        4'hb:ascii=8'd56;
        4'ha:ascii=8'd53;
        4'h9:ascii=8'd50;
        4'h8:ascii=8'd48;
        4'h7:ascii=8'd57;
        4'h6:ascii=8'd54;
        4'h5:ascii=8'd51;
        4'h4:ascii=8'd61;
        4'h3:ascii=8'd43;
        4'h2:ascii=8'd45;
        4'h1:ascii=8'd42;
        4'h0:ascii=8'd47;
      endcase
    endmodule
module EightSegDisplayment(segmentSelect,bitSelect_m,data,clk,rst_n);
    input clk,rst_n;
    input [15:0]data;
    output [6:0]segmentSelect;
    output [3:0]bitSelect_m;
    reg [3:0]numSelected;
    wire [6:0]segmentSelect_n;
    wire [1:0]num;
    wire [3:0]coverCode;
    wire [3:0]bitSelect;
    assign segmentSelect=~segmentSelect_n;
    assign coverCode=~{|data[15:12],|data[15:8],|data[15:4],1'b1};
    assign bitSelect_m=coverCode|bitSelect;
    always@(num or data)
      begin
        case(num)
          4'b00:numSelected=data[15:12];
          4'b01:numSelected=data[11:8];
          4'b10:numSelected=data[7:4];
          4'b11:numSelected=data[3:0];
        endcase
      end
    SequenceSingalGenerator ssg(clk,rst_n,num,bitSelect);
    ToDisplay bcdtd(numSelected,segmentSelect_n);
    endmodule
module ToDisplay(i,o);
    input [3:0]i;
    output reg [6:0]o;
    always@(i)
    begin
        case(i)
            4'h0:o=7'b1111110;
            4'h1:o=7'b0110000;
            4'h2:o=7'b1101101;
            4'h3:o=7'b1111001;
            4'h4:o=7'b0110011;
            4'h5:o=7'b1011011;
            4'h6:o=7'b1011111;
            4'h7:o=7'b1110000;
            4'h8:o=7'b1111111;
            4'h9:o=7'b1111011;
            4'ha:o=7'b1110111;
            4'hb:o=7'b0011111;
            4'hc:o=7'b1001110;
            4'hd:o=7'b0111101;
            4'he:o=7'b1001111;
            4'hf:o=7'b1000111;
        endcase
    end
    endmodule
module KeyboardScaner(Yin,clk,rst_n,Xout,data);
    input [3:0]Yin;
    input clk,rst_n;
    output [3:0]Xout;
    output reg[15:0]data;
    wire [1:0]num;
    reg [15:0]cacheA,cacheB,cacheC,cacheD,cacheE,dataOriginal;
    SequenceSingalGenerator ssg(clk,rst_n,num,Xout);
    always@(posedge clk)
      begin
        case(num)
          2'b00:
            begin
            dataOriginal[15:12]<=Yin;
            {cacheA,cacheB,cacheC,cacheD,cacheE}<={cacheB,cacheC,cacheD,cacheE,dataOriginal};
            data<=cacheA | cacheB | cacheC | cacheD | cacheE;
            end
          2'b01:dataOriginal[11:8]<=Yin;
          2'b10:dataOriginal[7:4]<=Yin;
          2'b11:dataOriginal[3:0]<=Yin;
        endcase
      end
    endmodule
module SerialClockModule(e,clk,rst_n,out,half);
    input e,clk,rst_n;
    output reg out,half;
    reg [13:0]Q;
    reg [13:0]Y;
    always@(negedge clk or negedge rst_n)
        if(!rst_n)Q<=14'd0;
        else Q<=Y;
    always@(Q or e)
      if(!e)
        begin
          Y=14'd0;
          out=1'b0;
          half=1'b0;
        end
      else
        begin
          if(Q==14'd520) 
            begin
              out=1'b1;
              Y=14'd0;
            end
          else
            begin
              out=1'b0;
              Y=14'd1+Q;
              end
          if(Q==14'd260) 
              half=1'b1;
          else
              half=1'b0;
        end
    endmodule
module ShiftReg(Di,D,e,set,clk,rst_n,Q,none);
    input Di,set,clk,rst_n,e;
    input [12:0]none;
    input [12:0]D;
    output reg [12:0]Q;
    reg [12:0]Y;
    always@(negedge clk or negedge rst_n)
      begin
        if(!rst_n) Q<=none;
        else Q<=Y;
      end
    always@(Di or Q or set or e or D)
        if(set)Y=D;
        else if(!e) Y=Q;
        else Y={Di,Q[12:1]};
    endmodule
module AShiftReg(Di,D,e,set,clk,rst_n,Q);
    input Di,set,clk,rst_n,e;
    input [3:0]D;
    output reg [3:0]Q;
    reg [3:0]Y;
    always@(negedge clk or negedge rst_n)
      begin
        if(!rst_n) Q<=4'd0;
        else Q<=Y;
      end
    always@(Di or Q or set or e or D)
        if(set)Y=D;
        else if(!e) Y=Q;
        else Y={Di,Q[3:1]};
    endmodule
module NegedgeDetector(i,clk,rst_n,neg);
    input i,clk,rst_n;
    output reg neg;
    wire [12:0]antiVibrationQ;
    reg [2:0]negCache,Y;
    always@(negedge clk or negedge rst_n)
        if(!rst_n) negCache<=2'd0;
        else negCache<=Y;
    always@(*)
      begin
        neg=negCache[1]&(~negCache[0]);
        Y={negCache[0],|antiVibrationQ};
      end
    ShiftReg antiVibration(i,13'hffff,1'b1,1'b0,clk,rst_n,antiVibrationQ,13'hffff);
    endmodule
module PriorityEightToThree(i,o,ex);
    input [7:0]i;
    output [2:0]o;
    output ex;
    assign o[2]=(|i[7:4]);
    assign o[1]=(i[7]|i[6]|(~i[5]&~i[4]&(i[3]|i[2])));
    assign o[0]=(i[7]|(~i[6]&(i[5]|(~i[4]&(i[3]|(~i[2]&i[1]))))));
    assign ex=|i;
    endmodule
module PriorityEncoder(i,o,ex);
    input [15:0]i;
    output reg [3:0]o;
    output ex;
    wire ex1,ex2;
    wire [2:0]o1,o2;
    assign ex=ex1|ex2;
    always@(*)
        if(ex1)o={1'b1,o1};
        else o={1'b0,o2};
    PriorityEightToThree pett1(i[15:8],o1,ex1);
    PriorityEightToThree pett2(i[7:0],o2,ex2);
    endmodule
module JK_FF(J,K,clk,rst_n,Q);
    input J,K,clk,rst_n;
    output Q;
    reg Y,Q;
    always@(negedge clk or negedge rst_n)
        if(!rst_n)Q<=1'b0;
        else Q<=Y;
    always@(J or K or Q)
    begin
        case(Q)
          1'b0:if(J)Y=1'b1;
               else Y=1'b0;
          1'b1:if(K)Y=1'b0;
               else Y=1'b1;
        endcase
    end
    endmodule
module SequenceSingalGenerator(clk,rst_n,num,out);
    input clk,rst_n;
    output reg [3:0]out;
    output reg [1:0]num;
    reg [1:0]y;
    always@(negedge clk or negedge rst_n)
      begin
        if(!rst_n)num<=2'b00;
        else num<=y;
      end
    always@(num)
      begin
        y=num+2'b01;
        case(num)
          2'b00:out=4'b0111;
          2'b01:out=4'b1011;
          2'b10:out=4'b1101;
          2'b11:out=4'b1110;
        endcase
      end
    endmodule
module Main(clk,rst_n,i,o,Yin,Xout,segmentSelect,bitSelect_m);
    input clk,rst_n,i;
    input [3:0]Yin;
    output o;
    output [3:0]Xout;
    output [6:0]segmentSelect;
    output [3:0]bitSelect_m;
    wire clk_m,clk_k;
    wire e,ex,e_n;
    wire [7:0]ascii;
    wire [15:0]keyboard;
    wire [7:0]receivedData;
    wire inputValid,inputValid_n,REV;
    reg [15:0]displaycode,displaycodeCache,Ydis,Ydisc;
    assign e_n=~e;
    assign inputValid_n=~inputValid;
    always@(negedge clk_m or negedge rst_n)
        if(!rst_n){displaycode,displaycodeCache}<=32'd0;
        else {displaycode,displaycodeCache}<={Ydis,Ydisc};
    always@(*)
        if(REV)
          begin
            if(&receivedData)
              begin
                Ydis=displaycodeCache;
                Ydisc=displaycodeCache;
              end
            else
              begin
                Ydis=displaycode;
                Ydisc={displaycodeCache[7:0],receivedData};
              end
          end
        else
          begin
            Ydis=displaycode;
            Ydisc=displaycodeCache;
          end
    KeyboardClockModule kcm(clk_k,clk,rst_n);
    ClockModule cm(clk,rst_n,clk_m);
    NegedgeDetector nd1(inputValid_n,clk_m,rst_n,REV);
    NegedgeDetector nd2(e_n,clk_m,rst_n,ex);
    KeyboardScaner ks(Yin,clk_k,rst_n,Xout,keyboard);
    InputToASCII ita(keyboard,ascii,e);
    SerialSender ss(ascii,ex,clk_m,rst_n,o);
    SerialReceiver sr(i,1'b0,clk_m,rst_n,receivedData,inputValid);
    EightSegDisplayment esd(segmentSelect,bitSelect_m,displaycode,clk_k,rst_n);
    endmodule
module SerialSender(data,e,clk,rst_n,out,aviliable);
    input [7:0]data;
    input e,clk,rst_n;
    output aviliable;
    output out;
    wire next;
    wire [12:0]frames;
    wire over,E;
    wire [12:0]Q;
    assign frames={2'b11,^data,data,2'b01};
    assign over=!Q[12:1];
    assign out=Q[0];
    assign aviliable=!E;
    JK_FF jk(e,over,clk,rst_n,E);
    SerialClockModule scm(.e(E),.clk(clk),.rst_n(rst_n),.out(next));
    ShiftReg sr(1'b0,frames,next,aviliable,clk,rst_n,Q,13'h1);
    endmodule
module SerialReceiver(in,rst,clk,rst_n,data,inputValid,receiving_n);
    input in,rst,clk,rst_n;
    output inputValid;
    output reg [7:0]data;
    output reg receiving_n;
    wire half;
    wire [12:0]Q;
    wire receiving;
    wire neg;
    reg reliableInput;
    reg [7:0]Y;
    reg received,aviRst;
    always@(negedge clk or negedge rst_n)
      begin
        if(!rst_n) data<=8'd0;
        else data<=Y;
      end
    always@(*)
      begin
        reliableInput=received & (Q[10]==(^Q[9:2]));
        aviRst=receiving|rst;
        received=~Q[1];
        receiving_n=~receiving;
        if(reliableInput)Y=Q[9:2];
        else Y=data;
      end
    NegedgeDetector nd(in,clk,rst_n,neg);
    JK_FF jk(reliableInput,aviRst,clk,rst_n,inputValid);
    JK_FF jk2(neg,received,clk,rst_n,receiving);
    ShiftReg sr(in,13'hffff,half,receiving_n,clk,rst_n,Q,13'hffff);
    SerialClockModule scm(receiving,clk,rst_n,,half);
    endmodule
==> flow/run.sh <==
#!/bin/bash
# OpenROAD 26Q1-2900-gdf79404cd8, Yosys 0.63+post, stock flow scripts
make -C /OpenROAD-flow-scripts/flow DESIGN_CONFIG=/design/flow/config.mk WORK_HOME=/design/flow/orfs finish
==> flow/config.mk <==
export PLATFORM = sky130hd
export DESIGN_NAME = Main
export DESIGN_NICKNAME = Main
export VERILOG_FILES = /design/flow/design.v
export SDC_FILE = /design/flow/constraint.sdc
export NUM_CORES = 4
export LEC_CHECK = 1
export CORE_UTILIZATION = 30
==> flow/constraint.sdc <==
current_design Main

set clk_period 6.4
set clk_io_pct 0.2

create_clock -name clk0 -period $clk_period [get_ports {clk}]

set non_clock_inputs [all_inputs -no_clocks]
set_input_delay [expr $clk_period * $clk_io_pct] -clock clk0 $non_clock_inputs
set_output_delay [expr $clk_period * $clk_io_pct] -clock clk0 [all_outputs]
==> flow_metrics.py <==
# Physical implementation metrics
metrics = {
    "run_status": {
        "status": "finished, final reports clean",
    },
    "final_timing": {
        "rsz0062_at_grt": "no",
        "final-setup-viol-count": 0,
        "worst_pin_slew_ns": 0.937,
        "slew_headroom_pct": 35.8,
        "untimed_endpoints": 385,
        "fin_skew_ns": 0.00440,
        "slew_viol_final": 0,
        "tns_ns": 0,
        "unclocked_regs": 257,
        "finalHoldViolations": 0,
    },
    "logic_synthesis": {
        "flop_cell": "dfrtn_1",
        "ys_cells": 772,
        "topCellsByArea": "edfxtp_1 (31%), dfrtn_1 (27%), dfstp_2 (13%), mux2_2 (4.2%), ha_1 (3.0%)",
        "yosys.stat.seqShare_pct": 70.2,
        "adder_share_pct": 3.00,
        "synthAoiAreaFrac_pct": 2.98,
        "async_flop_share_pct": 59.9,
        "ys_types": 51,
        "syn_inst": 772,
        "avgSynthCellArea_um2": 14.0,
        "synthSimpleGateAreaFrac_pct": 11.0,
        "largest_area_cell": "edfxtp_1",
        "numSynthFlops": 279,
        "yosys-dominant-comb-family": "simple AND/OR/NAND/NOR gates",
        "edf_count": 112,
        "top_cell_area_share_pct": 31.0,
        "yosys_warnings": 19,
        "syn-cell-area_mm2": 0.0108,
        "xor_share_pct": 3.96,
        "mux_share_pct": 7.02,
        "yosysChipArea_mm2": 0.0108,
    },
    "setup_path": {
        "worstPathCellList": "buf_6",
        "cp_max_fo": 69,
        "worst-path-buf-inv": 1,
        "worst_r2r_path_depth": 6,
        "critical_path_class": "in2async",
        "cpPeakStageDelay_ns": 0.45,
        "arrival_ns": 1.77,
        "crit_cells": 1,
        "end_kind": "async pin",
        "startpoint_type": "input port",
        "crit_family": "buffers and inverters",
        "required_ns": 3.64,
        "crit_slowest_cell": "buf_6",
    },
    "global_route": {
        "grt_pass1_wl_um": 26500,
        "grt.total_usage_pct": 8.91,
        "antenna_found_initial": 0,
        "grt_pass1_vias": 5503,
        "grt_max_degree": 104,
        "grt_overflow": 0,
    },
    "power_and_ir_drop": {
        "p_clk_share_pct": 50.3,
        "power-per-cell-area_mw_per_mm2": 29.0,
        "pwr-share-seq_pct": 42.2,
        "ir_drop_mv": 0.184,
        "netSwitchingFraction_pct": 20.2,
        "power_mw": 0.341,
        "switchingPower_mw": 0.0689,
        "p_leak_nw": 4.75,
        "combPwrFrac_pct": 7.4,
        "p_int_mw": 0.272,
    },
    "routing": {
        "drt-wirelength-per-cell_um": 11.9,
        "met3WireLength_um": 388,
        "wl_met1_um": 7970,
        "drt-vias-per-instance": 4.35,
        "ant_nets": 0,
        "drtIter0Drc": 240,
        "vias": 5464,
        "post-route-drc-count": 0,
        "wl_met2_um": 6530,
        "antenna_cells": 0,
        "drt-pass1-iter-count": 4,
        "routed_wl_um": 14900,
        "highest_layer": "met3",
    },
    "clock_tree": {
        "cts_resized": 0,
        "insertion_delay_ns": 0.28,
        "cts_buffer_depth": 2,
        "cts_buffers": 3,
        "htreeDepth": 1,
        "hold_buffers": 0,
        "post-cts-setup-buffers": 0,
        "clock-root-buffer": "clkbuf_16",
        "clkSlewWorstSetupHoldPaths_ns": 0.04,
        "tritoncts": "built",
    },
    "final_layout": {
        "final_common_cell": "dfrtn_1",
        "comb_area_mm2": 0.00305,
        "fillers": 3444,
        "area_growth_pct": 8.42,
        "final_cell_mix": "dfrtn_1 (115), edfxtp_1 (112), nand2_1 (70)",
        "layout-drive-gt1-share_pct": 14.5,
        "regArea_mm2": 0.00761,
    },
    "hold_path": {
        "min_path_cells": 1,
        "hp-class": "reg2reg",
    },
    "die": {
        "die_w_um": 192,
        "die_h_um": 192,
        "die-area_mm2": 0.0369,
        "core_area_mm2": 0.0356,
        "row_count": 69,
        "io_pins": 23,
        "fp_util_pct": 30.5,
    },
    "placement": {
        "finalWeightedCongestion": 0.827,
        "dpl.hpwl_um": 10500,
        "port_buffers": 22,
    },
    "job": {
        "maxCapViolations": 0,
        "warnings": 45,
    },
}
[power groups by stage]
| stage | logic [mW] | clock network (mW) | registers, mW |
|---|---|---|---|
| CTS | 0.0278 | 0.176 | 0.144 |
| finish | 0.0253 | 0.172 | 0.144 |
| global route | 0.0305 | 0.181 | 0.144 |
[per-layer routing]
metal  vias up  GRT usage [%]
met5         -              0
met4         0         0.0606
met3         0           1.34
met2        58           13.3
met1      2658           15.4
li1       2748              -
[path summary, 6_finish.rpt]
kind | from | to | slack [ns]
max in group clk0 | kcm.Q[0] | kcm.Q[16] | 4.71
hold reg to reg | kcm.Q[0] | kcm.Q[0] | 0.35
hold / removal | kcm.Q[0] | kcm.Q[0] | 0.35
min in group asynchronous | rst_n | kcm.Q[3] | 4.07
setup / recovery | rst_n | kcm.Q[7] | 1.87
setup reg to reg | kcm.Q[0] | kcm.Q[16] | 4.71
[registers in the layout, summed over array words and instances, names as in the netlist, 2 cells and up]
register / count
cm.count: 3
displaycode: 16
displaycodeCache: 16
esd.ssg.num: 2
kcm.Q: 17
ks.cacheA: 16
ks.cacheB: 16
ks.cacheC: 16
ks.cacheD: 16
ks.cacheE: 16
ks.data: 16
ks.dataOriginal: 16
ks.ssg.num: 2
nd1.antiVibration.Q: 13
nd1.negCache: 2
nd2.antiVibration.Q: 13
nd2.negCache: 2
sr.data: 8
sr.nd.antiVibration.Q: 13
sr.nd.negCache: 2
sr.scm.Q: 14
sr.sr.Q: 12
ss.scm.Q: 14
ss.sr.Q: 13
[cells in the mapped netlist, types with 13 or more instances]
library cell  instances
dfrtn_1             115
edfxtp_1            112
nand2_1              70
nor2_1               65
dfstp_2              52
mux2_2               40
inv_1                37
mux2i_1              31
xnor2_1              29
ha_1                 26
nor3_1               25
xor2_1               20
nand3_1              17
o21ai_0              16
a21oi_1              14
nand4_1              13
nor4_1               13
[kinds of logic after synthesis]
group                      Yosys count
AOI/OAI and AO/OA                   52
xor gates and xnor gates            49
adders and majority gates           26
buffers and inverters               49
DFF                                279
muxes                               71
and+or+nand+nor                    246
[stage by stage]
step                      cell area [um^2]  utilization [%]  worst slack [ns]  instances  hold WS, ns
after floorplan                      10800                -              2.22        772        0.329
after global placement               11700             32.8              1.52       1251        0.342
after detailed placement             11700             32.8              1.49       1251        0.351
after CTS                            11800             33.1              1.79       1255        0.349
after global routing                 11800             33.1              1.74       1255        0.372
final                                11800             33.1              1.87       1255        0.348
[area by class of cell]
| type | count | share of cell area (%) |
|---|---|---|
| clock buffers | 3 | 0.639 |
| clock inverters | 1 | 0.255 |
| inverters | 37 | 1.18 |
| multi-input cells | 444 | 25.9 |
| flip-flops and latches | 279 | 64.7 |
| well taps | 461 | 4.91 |
| repair buffers | 30 | 2.39 |
Power figures rest on the tool's default switching activity, not on a simulated workload.
